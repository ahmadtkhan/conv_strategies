**flow/run.sh**
```bash
#!/bin/bash
# OpenROAD 26Q1-2900-gdf79404cd8, Yosys 0.63+post, stock flow scripts
make -C /OpenROAD-flow-scripts/flow DESIGN_CONFIG=/design/flow/config.mk WORK_HOME=/design/flow/orfs finish
```
**flow/design.v**
```verilog
module altshift (
	aclr,
	clken,
	clock,
	shiftin,
	shiftout,
	taps);	
	input		aclr;
	input		clken;
	input		clock;
	input	[7:0]	shiftin;
	output	[7:0]	shiftout;
	output	[15:0]	taps;
endmodule
module coef_conv#(
	parameter IMG_W = 512
)(
	input logic 			clk, 
	input logic 			reset, 
	input logic 			i_valid,
	input logic 			i_ready,
	input logic [7:0] 	i_x,
	output logic 			o_valid,
	output logic 			o_ready,
	output logic [7:0] 	o_y
);
localparam int PADDING = 1;
localparam int STREAM_W = IMG_W + 2*PADDING;
localparam int COL_W = $clog2(STREAM_W);
logic out_valid_q;
logic [7:0] out_data_q;
assign o_valid = out_valid_q;
assign o_y = out_data_q;
wire advance = (~out_valid_q) || i_ready;
assign o_ready = advance;
wire fire_in = i_valid && o_ready;
logic[COL_W-1:0] col_index;
logic [31:0] rows_completed;
wire [15:0] taps_bus;
wire [7:0] tap1_raw, tap2_raw;
assign {tap2_raw, tap1_raw} = taps_bus;
altshift u_lines(
	.aclr(reset),
	.clock(clk),
	.clken(fire_in),
	.shiftin(i_x),
	.taps(taps_bus),
	.shiftout()
);
wire [7:0] p0 = i_x;
wire [7:0] p1 = (rows_completed >= 32'd1) ? tap1_raw : 8'd0;  
wire [7:0] p2 = (rows_completed >= 32'd2) ? tap2_raw : 8'd0;  
logic [7:0] sr0[0:2], sr1[0:2], sr2[0:2];
wire have_three_rows = (rows_completed >= 32'd2);
wire have_three_cols = (col_index >= 2);
wire window_ok = have_three_rows && have_three_cols;
function automatic logic [7:0] sat_u8(input logic signed [15:0] v);
		if(v < 16'sd0) sat_u8 = 8'd0;
		else if (v > 16'sd255) sat_u8 = 8'hFF;
		else sat_u8 = v[7:0];
endfunction
logic signed [15:0] fiveC_0, NS_0, WE_0;
logic v0;
logic signed [15:0] fiveC_1, sum_1;
logic v1;
logic signed [15:0] diff_2;
logic v2;
logic signed [15:0] C_r, N_r, S_r, W_r, E_r;
logic vcap;
always_ff @(posedge clk) begin
	if(reset) begin
		sr0 <= '{default: '0}; sr1 <= '{default: '0}; sr2 <= '{default: '0}; 
		col_index <= '0; rows_completed <= 32'd0;
		v0 <= 1'b0; v1<= 1'b0; v2 <= 1'b0;
		fiveC_0 <= '0; NS_0 <= '0; WE_0 <= '0;
		fiveC_1 <= '0; sum_1 <= '0; diff_2 <= '0;
		C_r <= '0; N_r <= '0; S_r <= '0; W_r <= '0; E_r <= '0; vcap <= 1'b0;
		out_valid_q <= 1'b0; out_data_q <= 8'd0;
	end else begin
		if(advance) begin
			out_valid_q <= v2;
			out_data_q <= sat_u8(diff_2);
			v2 <= v1;
			diff_2 <= fiveC_1 - sum_1;
			v1 <= v0;
			fiveC_1 <= fiveC_0;
			sum_1 <= NS_0 + WE_0;
			v0 <= vcap;
			fiveC_0 <= ((C_r <<< 2) + C_r);
			NS_0 <= (N_r + S_r);
			WE_0 <= (W_r + E_r);
			vcap <= 1'b0;
			if(fire_in) begin
				vcap <= window_ok;
				C_r <= $signed({1'b0, sr1[2]});
				N_r <= $signed({1'b0, sr0[2]});
				S_r <= $signed({1'b0, sr2[2]});
				W_r <= $signed({1'b0, sr1[1]});
				E_r <= $signed({1'b0, p1});
				sr0[0] <= sr0[1]; sr0[1] <= sr0[2]; sr0[2] <= p2;
				sr1[0] <= sr1[1]; sr1[1] <= sr1[2]; sr1[2] <= p1;
				sr2[0] <= sr2[1]; sr2[1] <= sr2[2]; sr2[2] <= p0;
				if(col_index == STREAM_W-1) begin
					col_index <= '0;
					rows_completed <= rows_completed + 32'd1;
					sr0 <= '{default: '0}; sr1 <= '{default: '0}; sr2 <= '{default: '0};
				end else begin
					col_index <= col_index + 1'b1;
				end
			end
		end 
	end 
end
endmodule 
```
**flow/constraint.sdc**
```tcl
current_design coef_conv

set clk_period 9.4
set clk_io_pct 0.2

create_clock -name clk0 -period $clk_period [get_ports {clk}]

set non_clock_inputs [all_inputs -no_clocks]
set_input_delay [expr $clk_period * $clk_io_pct] -clock clk0 $non_clock_inputs
set_output_delay [expr $clk_period * $clk_io_pct] -clock clk0 [all_outputs]
```
**flow/config.mk**
```make
export PLATFORM = sky130hd
export DESIGN_NAME = coef_conv
export DESIGN_NICKNAME = coef_conv
export VERILOG_FILES = /design/flow/design.v
export SDC_FILE = /design/flow/constraint.sdc
export NUM_CORES = 4
export LEC_CHECK = 1
export CORE_UTILIZATION = 30
export SYNTH_HDL_FRONTEND = slang
```
==> job_summary.md <==
### Yosys + OpenROAD results

| Metric | Value |
|---|---|
| Total Die Area | 15000 µm² |
| Starting Density | 0.311 |
| Count of buffer and inverter cells on the critical path | 4 |
| Max rail drop VDD | 0.0860 mV |
| Run status | complete, no violations |
| Post-detailed-route via-to-cell ratio | roughly 4.9 |
| Fraction of power consumed by combinational cells | 0.056 |
| Wire length per cell after detailed routing | between 10 and 15 µm |
| PostCTS Resize Cnt | 0 |
| Count of antenna-violating nets left after detailed routing | 0 |
| Diodes inserted | 0 |
| Number of distinct library cells after synthesis | 33 |
| Most instantiated flip-flop cell in the synthesis netlist | dfxtp_1 |
| Count of buffers added by post-CTS timing repair for setup | 0 |
| Number of placed I/O pins | 22 |
| Element type at the critical path end | primary output |
| Starting DRC count in detailed routing | 191 |
| CP Data Arrival Time | 3.42 ns |
| Routed wire length | 8500 µm |
| Count of buffers inserted at the top-level ports | 21 |
| Final Hold Fails | 0 |
| Reg-to-reg slack, setup | between 6 and 7 ns |
| Critical register-to-register path startpoint | o_valid |
| Share of layout cells above drive strength 1 | 0.0567 |
| Origin of the worst min-delay path | v0 |
| Worst path slowest cell | clkdlybuf4s50_1 |
| Die span in y | 123 µm |
| Sw Pwr | roughly 0.2 mW |
| Yosys cell count | roughly 550 |
| Post-Layout Cell Count | 744 |
| Power per standard cell area | 179 nW/µm² |
| Wire length of the first global-routing pass | between 10000 and 15000 µm |
| Summed negative setup slack over all endpoints | 0 ns |
| CTS tree | yes |
| Horizontal die size | 123 µm |
| Leakage component of the power | 1.69 nW |
| Cell at the root of the clock tree | clkbuf_16 |
| Synth Register Bits | 102 |
| Reported max-cap violation count | 0 |
| Top cell type by total area after synthesis | dfxtp_1 |
| Worst hold path type | flip-flop to flip-flop |
| Final Wtd Congestion | 0.901 |
| Worst reg2reg path endpoint | col_index[1] |
| Startpoint type of the worst setup path | input pin |
| Setup repair after global routing missed its margin | no |
| Fin Hold WS | 0.453 ns |
| Count of synthesis-stage warnings from yosys | 16 |
| Main area contributors | dfxtp_1 (47%), nand2_1 (8.9%), a21oi_1 (7.6%) |
| Area share of the largest cell type after synthesis | 0.468 |
| Slew at the pin closest to its max-slew limit | between 0.8 and 0.9 ns |
| Post-synthesis instance total | between 500 and 600 |
| Count of final max-slew check failures | 0 |
| Via count | 3618 |
| Pin count of the biggest net entering global routing | 66 |
| Top fanout value on the critical path | about 53 |
| Footprint of the flip-flops and latches | between 2000 and 2500 µm² |
| Maximum number of buffers from clock root to sink | 2 |
| Crit path required time | approximately 7.5 ns |
| Share of the core filled with cells in the final layout | 0.360 |
| Number of CTS-inserted buffers | 9 |
| Cell-internal power | 0.705 mW |
| Proportion of register bits with asynchronous set or reset after synthesis | 0 |
| Sequential element share of the synthesized area | 0.468 |
| Grt ovf | 0 |
| Clock sinks | 102 |
| Detail Placement HPWL | 5630 µm |
| Post-synthesis area per instance | slightly below 8 µm² |
| Reg clk slew, reported paths | 0.07 ns |
| Top cells by count | nand2_1 (103), dfxtp_1 (102), a21oi_1 (66) |
| Delay-heaviest family, CP | buffers and inverters |
| Global routing usage summed across all routing layers | 0.121 |
| Vias in the first global route | around 3300 |
| Core region area | 14000 µm² |
| Most frequent cell after synthesis | nand2_1 |
| First drt pass iteration count | 4 |
| Max_slew headroom | 0.450 |
| Post-route fraction of the period consumed by the critical path | 0.564 |
| Total placed cells including tap cells | roughly 730 |
| Layout Skew | 0.00671 ns |
| Number of flops mapped to enable cells by yosys | 0 |
| Clock network fraction of design power | 0.446 |
| Highest Clock Rate | 189 MHz |
| Relative contribution of sequential cells to total power | 0.498 |
| Site row count | around 43 |
| Worst slack after detailed placement | 4.08 ns |
| Setup violation total in the final timing report | 0 |
| Longest individual stage delay on the worst path | 0.45 ns |
| Initial antenna violation count | 0 |
| Proportion of total power due to net switching | 0.220 |
| Combined area of the multi-input logic cells | roughly 2100 µm² |
| Fillers | 1383 |
| Worst hold path stage count | 2 |
| Crit path time final | 5.30 ns |
| CP cell instances | clkdlybuf4s50_1 -> nor2b_4 -> buf_4 -> inv_1 -> clkdlybuf4s50_1 |
| Area of the mapped netlist | between 4000 and 5000 µm² |
| Clock insertion delay at the later pin of the skew report | about 0.35 ns |
| Path type of the worst setup path | input pin to primary output |
| Hold-fix buffers, CTS | 0 |
| WP depth | 5 |
| Area figure in the yosys stat output | 4360 µm² |
| Final routed DRC violation total | 0 |
| Count of tool warnings | 28 |
| Deepest level of the CTS H-tree | 3 |
| Post-layout worst setup margin | 4.10 ns |
| Worst Hold Path EP | v0 |
| CP most frequent cell | clkdlybuf4s50_1 |
| Area delta synth->final | 16.0% |
| Number of cells traversed by the worst register-to-register path | 8 |
## kinds of logic after synthesis
family                   count (synthesis)  share of synthesized area
buffers and inverters                   49                     0.0427
AND-OR/OR-AND                           98                      0.122
multiplexers                             5                     0.0129
AND/OR/NAND/NOR                        260                      0.279
XOR/XNOR                                27                     0.0542
flip-flops                             102                      0.468
adder cells (fa/ha/maj)                  7                     0.0201
## power by group through the flow
stage         logic, mW  clock network, mW  registers (mW)
global route     0.0575              0.431           0.452
finish           0.0503              0.403           0.450
CTS              0.0507              0.413           0.450
## area by class of cell
cell class	instances	share of cell area
clock buffers	9	0.0445
well taps	180	0.0445
flip-flops and latches	102	0.404
multi-input cells	397	0.423
inverters	24	0.0178
clock inverters	7	0.0200
repair buffers	25	0.0465
## registers in the layout, summed over array words and instances, names as in the netlist
| name | cells |
|---|---|
| rows_completed | 32 |
| diff_2 | 15 |
| col_index | 10 |
| NS_0 | 8 |
| S_r | 8 |
| o_y | 8 |
| sr2 | 8 |
| sum_1 | 8 |
| o_valid | 1 |
| v0 | 1 |
| v1 | 1 |
| v2 | 1 |
| vcap | 1 |
## stage by stage
step | power (mW) | area (µm²)
floorplan | 0.490 | 4360
global placement | 0.510 | 4730
detailed placement | 0.511 | 4730
CTS | 0.914 | 5060
global route | 0.940 | 5060
finish | 0.904 | 5060
## worst min-delay path: stages (launching register included)
cell and delay [ns]:
dfxtp_1 0.31, nand2_1 0.05, a21oi_1 0.05
## layout by cell type, fill, tap and decap left out, types with 9 or more instances in the layout
cell             synthesis  layout
nor4_1                  15      15
clkbuf_16                0       9
xor2_1                  15      15
a21oi_1                 66      66
nand3_1                 15      15
a211oi_1                11      11
nor3_1                  15      15
clkdlybuf4s50_1          0      20
dfxtp_1                102     102
nand4_1                 21      21
xnor2_1                 12      12
inv_1                   24      24
o21ai_0                 14      14
or3_1                   11      11
nand2_1                103     103
nor2_1                  54      54
## layer usage
| layer | track usage | part of all wire | up-vias |
|---|---|---|---|
| met5 | 0 | 0 | - |
| met1 | 0.187 | 0.53 | 1654 |
| met3 | 0.0223 | 0.035 | 9 |
| met4 | 0.0183 | 0.016 | 0 |
| li1 | - | - | 1900 |
| met2 | 0.182 | 0.41 | 55 |
## worst max-delay path by stage
stage,slack (ns),to,from
after CTS,4.07,o_ready,i_ready
after global routing,3.98,o_ready,i_ready
final,4.10,o_ready,i_ready
Power figures rest on the tool's default switching activity, not on a simulated workload.
