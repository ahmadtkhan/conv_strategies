**./run.sh**
```bash
#!/bin/bash
# OpenROAD 26Q1-2900-gdf79404cd8, Yosys 0.63+post, stock flow scripts
make -C /OpenROAD-flow-scripts/flow DESIGN_CONFIG=/design/flow/config.mk WORK_HOME=/design/flow/orfs finish
```
**./config.mk**
```make
export PLATFORM = sky130hd
export DESIGN_NAME = symm_conv
export DESIGN_NICKNAME = symm_conv
export VERILOG_FILES = /design/flow/design.v
export SDC_FILE = /design/flow/constraint.sdc
export NUM_CORES = 4
export LEC_CHECK = 1
export CORE_UTILIZATION = 40
export SYNTH_HDL_FRONTEND = slang
```
**./constraint.sdc**
```tcl
current_design symm_conv

set clk_period 5.6
set clk_io_pct 0.2

create_clock -name clk0 -period $clk_period [get_ports {clk}]

set non_clock_inputs [all_inputs -no_clocks]
set_input_delay [expr $clk_period * $clk_io_pct] -clock clk0 $non_clock_inputs
set_output_delay [expr $clk_period * $clk_io_pct] -clock clk0 [all_outputs]
```
**./design.v**
```verilog
module altshift (
	aclr,
	clken,
	clock,
	shiftin,
	shiftout,
	taps);	
	input		aclr;
	input		clken;
	input		clock;
	input	[7:0]	shiftin;
	output	[7:0]	shiftout;
	output	[15:0]	taps;
endmodule
module dsp (
	ay,
	by,
	ax,
	bx,
	resulta,
	resultb,
	clk,
	ena,
	aclr);	
	input	[17:0]	ay;
	input	[17:0]	by;
	input	[17:0]	ax;
	input	[17:0]	bx;
	output	[36:0]	resulta;
	output	[36:0]	resultb;
	input	[2:0]	clk;
	input	[2:0]	ena;
	input	[1:0]	aclr;
endmodule
module symm_conv#(
	parameter int IMG_W = 512
)(
	input  logic clk,			 
	input  logic reset,			 
	input  logic [71:0] i_f,		 
	input  logic i_valid,			 
	input  logic i_ready,			 
	input  logic [7:0] i_x,		 
	output logic o_valid,			 
	output logic o_ready,			 
	output logic [7:0] o_y		 
);
localparam int PAD = 1;
localparam STREAM_W = IMG_W + 2*PAD;
localparam COLW = $clog2(STREAM_W);
localparam int FILL_N = 2*STREAM_W + 2;
localparam int FILL_W = $clog2(FILL_N + 1);
localparam int DSP_LAT = 1;
logic out_valid_q;
logic[7:0] out_data_q;
assign o_valid = out_valid_q;
assign o_y = out_data_q;
wire advance = (~out_valid_q) || i_ready;
assign o_ready = advance;
wire fire = i_valid && advance;
wire signed[7:0] k00 = $signed(i_f[71:64]);  
wire signed[7:0] k01 = $signed(i_f[63:56]);  
wire signed[7:0] k11 = $signed(i_f[39:32]);  
wire signed[7:0] a = k00; 
wire signed[7:0] b = k01; 
wire signed[7:0] c = k11; 
logic [COLW-1:0] col_q;
always_ff@(posedge clk) begin
	if(reset) col_q <= '0;
	else if (fire) begin
		if(col_q == STREAM_W-1) col_q <= '0;
	else col_q <= col_q + 1'b1;
	end
end
wire eol = fire  && (col_q == STREAM_W-1);
logic[FILL_W-1:0] fill_q;
always_ff@(posedge clk) begin
	if(reset) fill_q <= '0;
	else if(fire && (fill_q != FILL_N[FILL_W-1:0])) fill_q <= fill_q + 1'b1;
end
wire win_ok = (fill_q == FILL_N[FILL_W-1:0]);
logic[15:0] taps_bus;
wire[7:0] px0_u = i_x;
wire[7:0] px1_u = taps_bus[7:0];
wire[7:0] px2_u = taps_bus[15:8];
altshift u_rows (
  .aclr     (reset),
  .clken    (fire),
  .clock    (clk),
  .shiftin  (px0_u),
  .taps     (taps_bus),
  .shiftout ()
);
logic[7:0] r0_1, r0_2;
logic[7:0] r1_1, r1_2;
logic[7:0] r2_1, r2_2;
logic va;
logic[7:0] a_c_val, a_n, a_s, a_w, a_e, a_nw, a_ne, a_sw, a_se;
logic signed[7:0] a_a, a_b, a_c;
logic a_eq, a_a0, a_b0;
logic vb;
logic signed[10:0] b_ns, b_we, b_nwne, b_swse;
logic signed[8:0] b_center;
logic signed[7:0] b_a, b_b, b_c;
logic b_eq, b_a0, b_b0;
logic vc;
logic signed[11:0] c_cross;
logic signed[11:0] c_diag;
logic signed[8:0] c_center;
logic signed[7:0] c_a, c_b, c_c;
logic c_eq, c_a0, c_b0;
logic vd;
logic signed[12:0] d_neigh_sum;
logic signed[8:0] d_center;
logic signed[7:0] d_neigh_k, d_center_k;
logic ve;
logic signed[37:0] e_mac;
logic[31:0] row_q;
always_ff@(posedge clk) begin
	if(reset) row_q <= 32'd0;
	else if(fire && (col_q == STREAM_W-1)) row_q <= row_q + 32'd1;
end
wire center_col_ok = (col_q >=2) && (col_q <= (IMG_W+1));
wire center_row_ok = (row_q >=2) && (row_q <= (IMG_W+1));
wire center_ok = win_ok && center_col_ok && center_row_ok;
function automatic logic[7:0] sat_u8(input logic signed[37:0] x);
	if(x < 0) sat_u8 = 8'd0;
	else if(x > 255) sat_u8 = 8'd255;
	else sat_u8 = x[7:0];
endfunction
logic[17:0] ax_u, bx_u;
logic[17:0] ay_s, by_s;
wire[36:0] dsp_resulta;
wire[36:0] dsp_resultb;
logic[DSP_LAT:0] vd_pipe;
logic vp;
logic signed[36:0] proda_q, prodb_q;
dsp u_dsp (
  .aclr    ({2{reset}}),
  .ax      (ax_u),
  .ay      (ay_s),
  .bx      (bx_u),
  .by      (by_s),
  .clk     ({3{clk}}),
  .ena     ({3{advance}}),    
  .resulta (dsp_resulta),
  .resultb (dsp_resultb)
);
logic [7:0] px0_d;
logic       fire_d, eol_d, center_ok_d;
integer index;
always_ff@(posedge clk) begin
	if(reset) begin
		    px0_d       <= '0;
    fire_d      <= 1'b0;
    eol_d       <= 1'b0;
    center_ok_d <= 1'b0;
		r0_1 <= '0; r0_2 <= '0;
      r1_1 <= '0; r1_2 <= '0;
      r2_1 <= '0; r2_2 <= '0;
		va <= 1'b0; vb <= 1'b0; vc <= 1'b0; vd <= 1'b0; vp <= 1'b0; ve <= 1'b0;
		for(index = 0; index <= DSP_LAT; index++) vd_pipe[index] <= 1'b0;
		out_valid_q <= 1'b0;
		out_data_q <= 8'd0;
		ax_u <= '0; ay_s <= '0; bx_u <= '0; by_s <= '0;
		proda_q <= '0; prodb_q <= '0;
		e_mac <= '0;
	end else if(advance) begin
	    fire_d      <= fire;
    eol_d       <= eol;
    center_ok_d <= center_ok;
		out_valid_q <= ve;
      out_data_q  <= sat_u8(e_mac);
		ve <= vp;
		e_mac <= $signed({proda_q[36], proda_q}) + $signed({prodb_q[36], prodb_q});
		vp <= vd_pipe[DSP_LAT];
		proda_q <= $signed(dsp_resulta);
		prodb_q <= $signed(dsp_resultb);
		vd_pipe[0] <= vd;
		for(index = 1; index <= DSP_LAT; index++) vd_pipe[index] <= vd_pipe[index-1];
		vd <= vc;
		d_center <= c_center;
		d_center_k <= c_c;
		if (fire) px0_d <= px0_u;
		if(c_eq) begin
			d_neigh_sum <= $signed({1'b0, c_cross}) + $signed({1'b0, c_diag});
			d_neigh_k <= c_a;
		end else if(c_a0) begin
			d_neigh_sum <= $signed({1'b0, c_cross});
			d_neigh_k <= c_b;
		end else if(c_b0) begin
			d_neigh_sum <= $signed({1'b0,c_diag});
			d_neigh_k <= c_a;
		end else begin
			d_neigh_sum <= $signed({1'b0, c_cross});
			d_neigh_k <= c_b;
		end
		ax_u <= {9'd0, d_center[8:0]};
		bx_u <= {5'd0, d_neigh_sum[12:0]};
		ay_s <= {{10{d_center_k[7]}}, d_center_k};
		by_s <= {{10{d_neigh_k[7]}}, d_neigh_k};
		vc <= vb;
		c_cross <= $signed({1'b0, b_ns}) + $signed({1'b0, b_we});
		c_diag <= $signed({1'b0, b_nwne}) + $signed({1'b0, b_swse});
		c_center <= b_center;
		c_a <= b_a; c_b <= b_b; c_c <= b_c;
		c_eq <= b_eq; c_a0 <= b_a0; c_b0 <= b_b0;
		vb <= va;
		b_center <= $signed({1'b0, a_c_val});
		b_ns <= $signed({1'b0, a_n}) + $signed({1'b0, a_s});
		b_we <= $signed({1'b0, a_w}) + $signed({1'b0, a_e});
		b_nwne <= $signed({1'b0, a_nw}) + $signed({1'b0, a_ne});
		b_swse <= $signed({1'b0, a_sw}) + $signed({1'b0, a_se});
		b_a <= a_a; b_b <= a_b; b_c <= a_c;
      b_eq <= a_eq; b_a0 <= a_a0; b_b0 <= a_b0;
		va <= 1'b0;
		if(fire) begin
			a_c_val <= r1_1; a_n <= r2_1; a_s <= r0_1; a_w <= r1_2; a_e <= px1_u;
			a_nw <= r2_2; a_ne <= px2_u; a_sw <= r0_2; a_se <= px0_d;
			a_a <= a; a_b <= b; a_c <= c;
			a_eq <= (a==b); a_a0 <= (a==0); a_b0 <= (b==0);
			va <= center_ok_d;
			if(eol) begin
				r0_1 <= '0; r0_2 <= '0;
				r1_1 <= '0; r1_2 <= '0;
				r2_1 <= '0; r2_2 <= '0;
			end else begin
				r0_2 <= r0_1;  r0_1 <= px0_d;
				r1_2 <= r1_1;  r1_1 <= px1_u;
				r2_2 <= r2_1;  r2_1 <= px2_u;
			end
		end
	end
end
endmodule
```
==> flow_summary.rst <==
Flow metrics
------------

.. list-table::
   :header-rows: 1

   * - Metric
     - Value
   * - Outcome
     - finished, final reports clean
   * - Number of antenna-violating nets in the routed design
     - 0
   * - Die Wd
     - about 91 um
   * - Input/output buffers
     - 5
   * - Number of I/O pins
     - between 90 and 100
   * - Worst hold margin
     - 0.451 ns
   * - Top cells by count
     - sky130_fd_sc_hd__dfxtp_1 (63), sky130_fd_sc_hd__nor2_1 (43), sky130_fd_sc_hd__nand2_1 (34)
   * - Overflow left after global routing
     - 0
   * - Number of instances in the synthesized netlist
     - approximately 380
   * - Kind of critical path
     - in2out
   * - Cell accounting for the most synthesized area
     - sky130_fd_sc_hd__dfxtp_1
   * - Overall routed net length
     - approximately 6400 um
   * - DP Area
     - between 3000 and 4000 um2
   * - DP Wirelength
     - 4150 um
   * - Core Util, Final
     - 45.2%
   * - Final Cell Area
     - 3490 um2
   * - Critical Path, Cell by Cell
     - clkdlybuf4s50_1 -> nor2b_1 -> buf_4 -> inv_1 -> clkdlybuf4s50_1
   * - Most frequent CP cell
     - sky130_fd_sc_hd__clkdlybuf4s50_1
   * - Wirelength per Cell
     - 13.2 um
   * - Height of the chip
     - 91.3 um
   * - Post-synth tally of flip-flops with integrated enable
     - 0
   * - Final period utilization
     - 67.7%
   * - IR Drop Worst-Case VDD
     - 138 uV
   * - Critical path's largest stage delay
     - ~0.54 ns
   * - Final Hold Fails
     - 0
   * - Synthesized chip area reported by yosys
     - 3190 um2
   * - Post-synth area hogs
     - sky130_fd_sc_hd__dfxtp_1 (40%), sky130_fd_sc_hd__nor2_1 (5.1%), sky130_fd_sc_hd__xnor2_1 (4.4%), sky130_fd_sc_hd__xor2_1 (4.4%), sky130_fd_sc_hd__a21oi_1 (4.1%)
   * - Actual transition at the worst max-transition pin
     - about 0.72 ns
   * - Clock tree from TritonCTS
     - built
   * - Worst Path Arrival
     - 2.67 ns
   * - Clk latency of the worst-skew pair
     - 0.34 ns
   * - Max clock buf depth
     - 2
   * - Relative slew slack
     - 51.9%
   * - Category of the worst setup path capture point
     - output pin
   * - CTS Root Buffer Type
     - sky130_fd_sc_hd__clkbuf_8
   * - Filler instances
     - 758
   * - Layout cell share with drive strength beyond 1
     - 7.27%
   * - Site Rows
     - 32
   * - Sequential group share of total power
     - 50.1%
   * - Placer's final routability congestion estimate
     - 0.824
   * - Final period demand of the worst path
     - between 3 and 4 ns
   * - Final critical-path setup slack
     - about 1.8 ns
   * - Hold Buf Count CTS
     - 0
   * - Pwr Total
     - 0.909 mW
   * - Routed via count divided by cell count
     - 5.27
   * - Largest type area fraction
     - 39.5%
   * - # diodes
     - 0
   * - Largest net degree at the start of global routing
     - 55
   * - Starting density of the core
     - 41.3%
   * - Area overhead of the layout relative to synthesis
     - 9.53%
   * - Pwr Density
     - 260 nW/um2
   * - Wire length of the first global-routing pass
     - 11300 um
   * - Tool warning count
     - between 100 and 150
   * - Maximum frequency from static timing analysis
     - between 0.2 and 0.3 GHz
   * - Warning count from the yosys run
     - 74
   * - Post-route insts no fill
     - 487
   * - Fraction of power spent switching nets
     - 21.9%
   * - Post-Route Setup TNS
     - 0 ns
   * - Number of DRC markers in iteration 0
     - between 90 and 100
   * - Count of endpoints failing setup in the final report
     - 0
   * - Vias in the first global route
     - 2423
   * - Cell with the most instances after synthesis
     - sky130_fd_sc_hd__dfxtp_1
   * - Number of antenna violations at the first check in global routing
     - 0
   * - Post_cts resized
     - 0
   * - Yosys Instances
     - 378
   * - CTS Sinks
     - around 63
   * - Clock Skew
     - 0.00673 ns
   * - Clock buffers created by TritonCTS
     - 9
   * - Fin. max-slew vios
     - 0
   * - Core outline area
     - 7730 um2
   * - Async S/R FF share, synth
     - 0%
   * - Depth of the CTS H-tree
     - 3
   * - Cell with the biggest individual delay on the critical path
     - sky130_fd_sc_hd__clkdlybuf4s50_1
   * - Clock transition at the registers of the reported paths
     - 0.07 ns
   * - Setup repair after global routing missed its margin
     - no
   * - Number of detailed-routing iterations run before antenna repair
     - 4
   * - Count of different cell masters after synthesis
     - 45
   * - Clock group share of total power
     - 47.0%
   * - GR Util All Layers
     - 16.9%
   * - Netlist Area Pre-Place
     - 3190 um2
   * - Critical Path RT
     - roughly 4.5 ns
   * - Area enclosed by the die boundary
     - ~8300 um2
   * - Flops out of synthesis
     - 63
   * - Startpoint type of the worst setup path
     - input port
   * - Sequential cell area fraction in the yosys report
     - 39.5%
   * - Average cell area after synthesis
     - 8.44 um2
   * - Cell Count Post-Placement
     - 471
   * - Net Switching
     - roughly 0.2 mW
   * - Total internal power
     - 0.709 mW
   * - Worst Setup Slack post-DPL
     - 1.64 ns
   * - Leakage
     - 1.15 nW
   * - Commonest register cell after synthesis
     - sky130_fd_sc_hd__dfxtp_1
   * - Class of the tightest hold or removal check
     - reg2reg
   * - Max capacitance violation total
     - 0
   * - Largest fanout of any net on the critical path
     - 15
   * - # Post-CTS Setup Buffers
     - 0
   * - DRC errors left
     - 0
   * - Total number of vias
     - 2566
   * - Comb power frac
     - 3.0%
final cells by class:
cell class | count | area [um2] | area share [%]
clock buffers | 10 | 128 | 3.65
clock inverters | 6 | 85.1 | 2.44
flip-flops and latches | 63 | 1260 | 36.1
inverters | 11 | 41.3 | 1.18
repair buffers | 8 | 67.6 | 1.93
multi-input cells | 287 | 1780 | 51.0
well taps | 102 | 128 | 3.65
power by group through the flow:
stage,Combinational (mW),Sequential (mW),Clock (mW)
CTS,0.0271,0.455,0.440
finish,0.0269,0.455,0.427
global route,0.0306,0.456,0.463
final timing paths:
check,start,end,slack (ns),cells after the start
setup / recovery,i_ready,o_ready,1.81,5
hold / removal,vd$_SDFFE_PP0N_,vd$_SDFFE_PP0N_,0.45,2
setup reg to reg,o_valid$_SDFFE_PP0N_,row_q[31]$_SDFFE_PP0P_,2.87,7
hold reg to reg,vd$_SDFFE_PP0N_,vd$_SDFFE_PP0N_,0.45,2
layer usage:
metal	global-route usage (%)	up-vias	share of wire [%]
met4	1.59	0	0.50
met2	26.8	33	45
met5	0	-	0
met3	3.74	2	3.6
met1	25.2	1182	51
li1	-	1349	-
cells in the final DEF (no fill, tap or decap), drive strengths merged, types with 4 or more instances in the layout:
master	synthesis	final
clkbuf	12	10
nand2	36	36
o21ai	5	5
conb	1	8
ha	10	10
and2	5	5
clkdlybuf4s50	0	4
inv	11	11
nand4	12	12
and3	11	11
xor2	16	16
dfxtp	63	63
o31ai	10	10
or3	4	4
nand3	22	22
buf	12	4
or4	12	12
nor4	19	19
nor2	43	43
nor3	7	7
xnor2	16	16
a21oi	26	26
sequential cells by signal (all words and copies together), names as in the netlist:
signal,cells
ve,1
vc,1
vd_pipe,2
fill_q,11
vb,1
vd,1
vp,1
col_q,10
va,1
center_ok_d,1
o_valid,1
row_q,32
kinds of logic after synthesis:
kind of cell               Yosys count  synth area share [%]
and+or+nand+nor                    183                  31.4
other                                1                 0.118
adders and majority gates           10                  3.92
buffers and inverters               35                  5.37
DFF                                 63                  39.5
xor gates and xnor gates            32                  8.79
AOI/OAI and AO/OA                   53                  10.5
muxes                                1                 0.353
critical path: cells and delay by family:
| family | cells | cell delay, ns |
|---|---|---|
| buffers and inverters | 4 | 1.50 |
| AND/OR/NAND/NOR | 1 | 0.04 |
Power figures rest on the tool's default switching activity, not on a simulated workload.
